==> design/flow/design.v <==
`timescale 1ns / 1ps
module i2c_slave(
    input clk,
    input rst_n,
    input i2c_scl,
    inout i2c_sda,
    input [7:0] rd_data,
    output wr_en,
    output rd_en,
    output [7:0] wr_data,
    output [7:0] addr
    );
reg scl_s1, scl_s2;
reg sda_s1, sda_s2;
reg [3:0] cnt, cnt_next;
reg [3:0] write_cnt;
reg [3:0] cstate, nstate;
reg [7:0] shift_reg;
reg [7:0] mem [255:0];
reg [7:0] rdata;
localparam IDLE 	    = 4'd0;
localparam ADDR	   	    = 4'd1;
localparam ADDR_ACK 	= 4'd2;
localparam RECEIVE      = 4'd3;
localparam SEND         = 4'd4;
localparam ACK          = 4'd5;
localparam WAIT_ACK     = 4'd6;
localparam STOP         = 4'd7;
parameter SLAVE_ADDR    = 7'b0101_000;
always@(posedge clk or negedge rst_n)
begin
	if(~rst_n)begin
		scl_s1 <= 1'd0;
		scl_s2 <= 1'd0;
		sda_s1 <= 1'd0;
		sda_s2 <= 1'd0;
	end else begin
		scl_s1 <= i2c_scl;
		sda_s1 <= i2c_sda;
		scl_s2 <= scl_s1;
		sda_s2 <= sda_s1;
	end
end
wire scl_posedge = scl_s1 & ~scl_s2;
wire sda_posedge = sda_s1 & ~sda_s2;
wire scl_negedge = ~scl_s1 & scl_s2;
wire sda_negedge = ~sda_s1 & sda_s2;
wire start_bit = sda_negedge & scl_s2;
wire stop_bit = sda_posedge & scl_s2;
reg start_bit_en;
reg stop_bit_en;
reg sda_o_tmp;
reg sda_o;
reg sda_oe;
always@(posedge clk or negedge rst_n)
begin
	if(~rst_n)begin
		cstate <= IDLE;
	end else begin
		cstate <= nstate;
	end
end
always@(posedge clk or negedge rst_n)
begin
	if(~rst_n)begin
		cnt <= 4'd0;
	end else if(start_bit)begin
		cnt <= 4'd0;
	end else if(scl_negedge)begin
		cnt <= cnt_next;
	end
end
always@(posedge clk or negedge rst_n)
begin
	if(~rst_n)begin
		shift_reg <= 8'd0;
	end else if(scl_negedge)begin
		shift_reg <= {shift_reg[6:0],sda_s2};
	end 
end
reg write_en;
reg read_en;
reg addr_chk_en;
always@(posedge clk or negedge rst_n)
begin
	if(~rst_n)begin
		write_en <= 1'd0;
		read_en <= 1'd0;
	end else if(stop_bit)begin
		write_en <= 1'd0;
		read_en <= 1'd0;
	end else if(addr_chk_en && cstate == ADDR_ACK && ~shift_reg[0])begin
		write_en <= 1'd1;
		read_en <= 1'd0;
	end else if(addr_chk_en && cstate == ADDR_ACK && shift_reg[0])begin
		write_en <= 1'd0;
		read_en <= 1'd1;
	end 
end
wire addr_chk = (shift_reg[7:1] == SLAVE_ADDR);
always@(posedge clk or negedge rst_n)
begin
	if(~rst_n)begin
		addr_chk_en <= 1'd0;
	end else if(stop_bit)begin
		addr_chk_en <= 1'd0;
	end else if(addr_chk)begin
		addr_chk_en <= 1'd1;
	end 
end
always@(*)
begin
	case(cstate)
	IDLE:
	begin
		sda_o_tmp = 1'd1;
		sda_oe = 1'd0;
		if(start_bit)begin
			nstate = ADDR;
		end else begin
			nstate = IDLE;
		end
	end
	ADDR:begin
		cnt_next = cnt + 4'd1;
		sda_o_tmp = 1'd0;
		sda_oe = 1'd0;
		if(cnt == 4'd8 && scl_negedge)begin
			nstate = ADDR_ACK;
			cnt_next = 4'd0;
		end else begin
			nstate = ADDR;
		end
	end
	ADDR_ACK:begin
		sda_o_tmp = 1'd1;
		sda_oe = 1'd1;
		if(shift_reg[0] == 1'd1 && scl_negedge && addr_chk_en)begin
			nstate = RECEIVE;
		end else if(shift_reg[0] == 1'd0 && scl_negedge && addr_chk_en)begin
			nstate = SEND;
		end else begin
			nstate = ADDR_ACK;
		end
	end
	RECEIVE:begin
		cnt_next = cnt + 4'd1;
		sda_oe = 1'd1;
		case(cnt)
			0:begin sda_o_tmp = rdata[7];end
			1:begin sda_o_tmp = rdata[6];end
			2:begin sda_o_tmp = rdata[5];end
			3:begin sda_o_tmp = rdata[4];end
			4:begin sda_o_tmp = rdata[3];end
			5:begin sda_o_tmp = rdata[2];end
			6:begin sda_o_tmp = rdata[1];end
			7:begin sda_o_tmp = rdata[0];end
			default: begin sda_o_tmp = 1'd0;end
		endcase
		if(cnt == 4'd7 && scl_negedge)begin
			nstate = WAIT_ACK;
		end else begin
			nstate = RECEIVE;
		end
	end
	SEND:begin
		sda_o_tmp = 1'd0;
		cnt_next = cnt + 4'd1;
		sda_oe = 1'd0;
		if(stop_bit)begin
			nstate = IDLE;
		end else if(start_bit)begin
			nstate = ADDR;
		end else if(cnt == 4'd7 && scl_negedge)begin
			nstate = ACK;
		end else begin
			nstate = SEND;
		end 
	end
	ACK:begin
	sda_o_tmp = 1'd1;
	sda_oe = 1'd1;
		if(stop_bit)begin
			nstate = IDLE;
			cnt_next = 4'd0;
		end if(scl_negedge && write_en)begin
			nstate = SEND;
			cnt_next = 4'd0;
		end else if(scl_negedge && read_en)begin
			nstate = RECEIVE;
			cnt_next = 4'd0;
		end else begin
			nstate = ACK;
		end
	end
	WAIT_ACK:begin
		sda_o_tmp = 1'd0;
		sda_oe = 1'd0;
		if(sda_s2 == 1'd0 && scl_posedge)begin
			nstate = RECEIVE;
		end else if(sda_s2 == 1'd1 && scl_posedge)begin
			nstate = STOP;
		end else begin
			nstate = WAIT_ACK;
		end 
	end
	STOP:begin
		nstate = IDLE;
		sda_oe = 1'd0;
	end
	default:begin
		nstate = IDLE;
		sda_oe = 1'd0;
	end
	endcase
end
wire data_en = (write_en && cstate == 4'd5 && scl_negedge);
reg [7:0] data_cnt;
reg [7:0] data;
always@(posedge clk or negedge rst_n)
begin
	if(~rst_n)begin
		data_cnt <= 8'd0;
	end else if(stop_bit)begin
		data_cnt <= 8'd0;
	end else if(data_en)begin
		data_cnt <= data_cnt + 8'd1;
	end
end
always@(posedge clk or negedge rst_n)
begin
	if(~rst_n)begin
		data <= 8'd0;
	end else if(stop_bit)begin
		data <= 8'd0;
	end else if(scl_posedge && cstate == ACK)begin
		data <= shift_reg;
	end
end
reg [7:0] wdata;
always@(posedge clk or negedge rst_n)
begin
	if(~rst_n)begin
		wdata <= 8'd0;
	end else if(stop_bit)begin
		wdata <= 8'd0;
	end else if(cstate == 4'd5 && scl_posedge && data_cnt > 8'd0)begin
		wdata <= data;
	end
end
reg [7:0] waddr;
always@(posedge clk or negedge rst_n)
begin
	if(~rst_n)begin
		waddr <= 8'd0;
	end else if(stop_bit)begin
		waddr <= 8'd0;
	end else if(cstate == 4'd5 && scl_negedge && data_cnt == 8'd0)begin
		waddr <= data;
	end
end
reg read_en_s1;
wire rd_stp;
always@(posedge clk or negedge rst_n)
begin
	if(~rst_n)begin
		read_en_s1 <= 1'd0;
	end else begin
		read_en_s1 <= read_en;
	end 
end 
assign rd_stp = read_en && ~read_en_s1;
integer i;
always@(posedge clk)
begin
	if(~rst_n)begin
		for (i=0; i<256; i=i+1)begin
			mem[i] <= 8'd0;
		end 
	end else if(data_en)begin
		mem[waddr] <= wdata;
	end else if(rd_stp)begin
		rdata <= mem[waddr];
	end 
end 
assign i2c_sda = (sda_oe)? ~sda_o_tmp : 1'bz;
endmodule
==> design/flow/run.sh <==
#!/bin/bash
# OpenROAD 26Q1-2900-gdf79404cd8, Yosys 0.63+post, stock flow scripts
make -C /OpenROAD-flow-scripts/flow DESIGN_CONFIG=/design/flow/config.mk WORK_HOME=/design/flow/orfs finish
==> design/flow/config.mk <==
export PLATFORM = sky130hd
export DESIGN_NAME = i2c_slave
export DESIGN_NICKNAME = i2c_slave
export VERILOG_FILES = /design/flow/design.v
export SDC_FILE = /design/flow/constraint.sdc
export NUM_CORES = 4
export LEC_CHECK = 1
export CORE_UTILIZATION = 50
==> design/flow/constraint.sdc <==
current_design i2c_slave

set clk_period 68.5
set clk_io_pct 0.2

create_clock -name clk0 -period $clk_period [get_ports {clk}]

set non_clock_inputs [all_inputs -no_clocks]
set_input_delay [expr $clk_period * $clk_io_pct] -clock clk0 $non_clock_inputs
set_output_delay [expr $clk_period * $clk_io_pct] -clock clk0 [all_outputs]
==> run summary <==
The following summarizes the physical implementation.

Timing
The total negative slack is 0 ns. Setup repair after global routing left no endpoint under its margin. After layout, the setup clock skew is reported as 0.04965 ns.

Counting pins that exceed their max-slew limit in the final report gives 0. Per the slew report, the remaining headroom to the max-slew limit stands at 29.31%. The number of unconstrained endpoints is 6.

After layout, the worst path uses 26.23% of the clock period. The number of register pins that no clock reaches is 5. The pin closest to its max-slew limit shows a slew of 1.049 ns.

The achievable frequency is 55.66 MHz. For the finished layout, the period the worst path requires is between 15 and 20 ns. The number of hold violations in the final report is 0. The count of final setup violators is 0.

Setup path
By startpoint and endpoint, the worst setup path is classified as input pin to flop. STA classifies the critical path startpoint as an input pin. Counting cells, the worst reg-to-reg path comes to 8. The most repeated library cell on the critical path is buf_4.

Max fanout on the critical path was recorded as 70. The endpoint of the worst register-to-register path is rdata[1]. Per STA, the highest per-stage delay on the worst path measures approximately 0.69 ns. The type of destination of the critical path is a flop.

The critical register-to-register path startpoint is waddr[0]. The worst endpoint data arrival time is 18.43 ns. Per the STA report, the cell with the highest stage delay on the worst path is buf_4. The data required time of the critical path is 68.97 ns. The register-to-register setup slack is 63.37 ns. Along the critical path, the tally of buffer and inverter instances is 6.

Walking the worst path, the cells encountered are buf_8, buf_4, buf_4, nand4_1, nor2_4, buf_4, buf_4, buf_4, nand2_1, nand2_1. The category of cells accounting for the largest share of critical-path delay is buffers and inverters.

Placement
The HPWL reported at the end of detailed placement is 143.5 mm. The count of input and output buffers is 2. The last weighted congestion value of the routability-driven placer is 0.8753.

Clocking
Clock latency on the worst-skew pair, taken at its later pin, is 0.86 ns. The number of buffers on the longest clock path is 3. Hold repair after CTS inserted 0 buffers. The report lists the number of cells resized after CTS as 0. CTS placed an instance of clkbuf_16 at the clock tree root. After clock tree synthesis, the clock-pin slew on the worst setup and hold paths is 0.06 ns. Per the repair_timing log after CTS, setup buffers inserted total 0.

The clock tree from TritonCTS is built. The H-tree generated during clock tree synthesis spans 4 levels. In this run, CTS created clock tree buffers numbering between 200 and 250.

Layout
Fill cells in the final layout number 14970. By instance count after routing, the leading logic cell types are edfxtp_1 (2056), and3_1 (2050), nand2_1 (584), mux4_2 (512), a22oi_1 (256). The most frequent standard cell in the layout excluding fill and tap cells is edfxtp_1.

The fraction of layout cells with a size suffix above 1 is 16.23%. For this run, the share of the core covered by cells in the final layout is 54.47%. Ranked by flip-flop count, first place goes to mem. The register with the most flip-flops in the layout has 2048 of them.

The layout report lists the multi-input gate area as 0.03100 mm². The area taken by flip-flops and latches is ~0.063 mm². Between the synthesized netlist and the finished layout, the area growth was recorded as 8.225%.

Min path
The depth of the worst hold-timing path is 0. The class of the worst hold path is flop to flop. The startpoint of the most critical hold path is sda_s1. The worst min-delay path endpoint is sda_s2.

Global route
Per the GRT congestion report, total overflow comes to 0. The initial antenna violation count is 5. The global-route wire length before repair is 383.3 mm. The number of global-route vias before repair came to between 50000 and 60000. The maximum number of pins on one net before global-route repair is approximately 150. The total global routing track utilization is ~29%.

Synthesis
Synthesis instantiated 50 different standard cells from the library. The Yosys chip area is between 0.09 and 0.1 mm². The post-synthesis instance area is 0.09803 mm².

In this run, synthesis inferred 2056 flip-flops with an integrated enable. Dividing the synthesized area by the synthesized cell count gives between 10 and 15 µm². After synthesis, the design contains 6848 cells according to Yosys. The dominant synthesized flop cell is edfxtp_1. The post-synth register bit count is around 2100. The post-synthesis async set-or-reset flop share is 2.829%. The number of warnings issued by yosys is 20. In the synthesized netlist, the number of instances is 6848.

Floorplanning
The chip area is 0.1978 mm². The core region is 0.1948 mm². The I/O pin total is 30. The width of the die is 444.8 µm. The die height is 444.8 µm. The row count is 162. The starting density of the core is 50.33%.

Power and ir drop
The power density over cell area is 25.52 mW/mm². The worst vdd rail ir drop is between 0.00002 and 0.00003 V. For this design the static power due to leakage is ~42 nW.

Routing
Per the post-route antenna check, the number of violating nets is 0. The pre-antenna-repair detailed-routing pass consisted of 5 iterations. The detail-routed via count per cell is 6.198. The number of DRC markers after the initial detailed-route iteration is 4084. The wire length per cell is 28.12 µm. The routed wire length is 257.0 mm. The number of remaining DRC errors is 0. For this block, the via count after detailed routing is 56650.

Run
The report counts max-capacitance violations totalling 0. The stage-log warning count is 58.

Outcome
The flow ran to the end, and the final reports show no timing, DRC or antenna violations.
per-layer routing:
layer	share of wire [%]	vias up	track usage [%]
met5	0.037	-	0.8059
met4	2.9	4	6.875
met3	12	435	13.85
met2	49	2558	43.06
met1	36	28210	42.72
li1	-	25440	-
worst max path at each step:
stage	start	cells past startpoint	to
4_1_cts	rst_n	10	mem[215][0]
5_1_grt	rst_n	10	mem[247][1]
6_report	rst_n	10	mem[215][5]
area by class of cell:
cell class,instances,area share [%]
multi-input cells,3773,29.21
clock buffers,295,5.572
flip-flops and latches,2121,59.71
well taps,2624,3.094
diodes,4,0.009434
inverters,8,0.02830
repair buffers,200,1.554
clock inverters,114,0.8125
report_power, final:
group          switching (W)  internal (W)
logic              0.0000480     0.0000258
registers          0.0000168       0.00148
clock network       0.000497      0.000640
cells by family (layout without fill, tap and decap cells):
| logic type | Yosys count | after routing | share of synthesized area (%) |
|---|---|---|---|
| DFF | 2116 | 2116 | 64.51 |
| and+or+nand+nor | 2761 | 2761 | 16.13 |
| xor gates and xnor gates | 8 | 8 | 0.07148 |
| muxes | 520 | 520 | 11.84 |
| adders and majority gates | 6 | 6 | 0.07658 |
| AOI/OAI and AO/OA | 460 | 460 | 3.154 |
| buffers and inverters | 971 | 617 | 4.134 |
| latches | 5 | 5 | 0.07658 |
| other | 1 | 22 | 0.003825 |
cell usage after synthesis (4+ instances only):
cell / instances / share of area (%)
buf_4: 33 / 0.25
nor3_2: 14 / 0.14
inv_1: 8 / 0.031
nor4_1: 4 / 0.026
nand2b_1: 7 / 0.045
nor2b_1: 7 / 0.045
clkbuf_2: 18 / 0.092
o21ai_0: 18 / 0.092
mux4_2: 512 / 12
buf_6: 22 / 0.25
mux2i_1: 8 / 0.082
dlxtn_1: 5 / 0.077
nor2_1: 39 / 0.15
a22oi_1: 256 / 2.0
o41ai_1: 33 / 0.29
clkbuf_1: 780 / 3.0
ha_1: 6 / 0.077
nand2_1: 585 / 2.2
dfrtp_1: 59 / 1.5
xor2_1: 6 / 0.054
buf_2: 77 / 0.39
edfxtp_1: 2056 / 63
a21oi_1: 147 / 0.75
and3_1: 2052 / 13
nand3_1: 18 / 0.092
nor3_1: 4 / 0.020
buf_1: 33 / 0.13
nand4_1: 11 / 0.070
per-stage QoR:
step           std cells  worst slack [ns]  hold WS (ns)  cell area [µm²]  total power, W
2_1_floorplan       6865             52.89        0.4004            98100        0.001567
3_3_place_gp        8726             49.70        0.4299            99310        0.001596
3_5_place_dp        8726             49.69        0.4307            99310        0.001599
4_1_cts             9135             50.59        0.4485           106100        0.002727
5_1_grt             9137             50.22        0.4619           106100        0.002786
6_report            9139             50.53        0.4539           106100        0.002708
Power figures rest on the tool's default switching activity, not on a simulated workload.
